==> ./design.v <==
module equal(a, b, out);
input [31:0] a;
input [31:0] b;
output out;
wire [31:0] xor_w;
wire [15:0] or_w;
wire [7:0] or_w1;
wire [3:0] or_w2;
wire [1:0] or_w3;
wire not_out;
xor xor0(xor_w[0], a[0], b[0]);
xor xor1(xor_w[1], a[1], b[1]);
xor xor2(xor_w[2], a[2], b[2]);
xor xor3(xor_w[3], a[3], b[3]);
xor xor4(xor_w[4], a[4], b[4]);
xor xor5(xor_w[5], a[5], b[5]);
xor xor6(xor_w[6], a[6], b[6]);
xor xor7(xor_w[7], a[7], b[7]);
xor xor8(xor_w[8], a[8], b[8]);
xor xor9(xor_w[9], a[9], b[9]);
xor xor10(xor_w[10], a[10], b[10]);
xor xor11(xor_w[11], a[11], b[11]);
xor xor12(xor_w[12], a[12], b[12]);
xor xor13(xor_w[13], a[13], b[13]);
xor xor14(xor_w[14], a[14], b[14]);
xor xor15(xor_w[15], a[15], b[15]);
xor xor16(xor_w[16], a[16], b[16]);
xor xor17(xor_w[17], a[17], b[17]);
xor xor18(xor_w[18], a[18], b[18]);
xor xor19(xor_w[19], a[19], b[19]);
xor xor20(xor_w[20], a[20], b[20]);
xor xor21(xor_w[21], a[21], b[21]);
xor xor22(xor_w[22], a[22], b[22]);
xor xor23(xor_w[23], a[23], b[23]);
xor xor24(xor_w[24], a[24], b[24]);
xor xor25(xor_w[25], a[25], b[25]);
xor xor26(xor_w[26], a[26], b[26]);
xor xor27(xor_w[27], a[27], b[27]);
xor xor28(xor_w[28], a[28], b[28]);
xor xor29(xor_w[29], a[29], b[29]);
xor xor30(xor_w[30], a[30], b[30]);
xor xor31(xor_w[31], a[31], b[31]);
or or0(or_w[0], xor_w[0], xor_w[1]);
or or1(or_w[1], xor_w[2], xor_w[3]);
or or2(or_w[2], xor_w[4], xor_w[5]);
or or3(or_w[3], xor_w[6], xor_w[7]);
or or4(or_w[4], xor_w[8], xor_w[9]);
or or5(or_w[5], xor_w[10], xor_w[11]);
or or6(or_w[6], xor_w[12], xor_w[13]);
or or7(or_w[7], xor_w[14], xor_w[15]);
or or8(or_w[8], xor_w[16], xor_w[17]);
or or9(or_w[9], xor_w[18], xor_w[19]);
or or10(or_w[10], xor_w[20], xor_w[21]);
or or11(or_w[11], xor_w[22], xor_w[23]);
or or12(or_w[12], xor_w[24], xor_w[25]);
or or13(or_w[13], xor_w[26], xor_w[27]);
or or14(or_w[14], xor_w[28], xor_w[29]);
or or15(or_w[15], xor_w[30], xor_w[31]);
or or00(or_w1[0], or_w[0], or_w[1]);
or or01(or_w1[1], or_w[2], or_w[3]);
or or02(or_w1[2], or_w[4], or_w[5]);
or or03(or_w1[3], or_w[6], or_w[7]);
or or04(or_w1[4], or_w[8], or_w[9]);
or or05(or_w1[5], or_w[10], or_w[11]);
or or06(or_w1[6], or_w[12], or_w[13]);
or or07(or_w1[7], or_w[14], or_w[15]);
or or000(or_w2[0], or_w1[0], or_w1[1]);
or or001(or_w2[1], or_w1[2], or_w1[3]);
or or002(or_w2[2], or_w1[4], or_w1[5]);
or or003(or_w2[3], or_w1[6], or_w1[7]);
or or0000(or_w3[0], or_w2[0], or_w2[1]);
or or0001(or_w3[1], or_w2[2], or_w2[3]);
or or_not_out(not_out, or_w3[0], or_w3[1]);
not not0(out, not_out);
endmodule
==> ./run.sh <==
#!/bin/bash
# OpenROAD 26Q1-2900-gdf79404cd8, Yosys 0.63+post, stock flow scripts
make -C /OpenROAD-flow-scripts/flow DESIGN_CONFIG=/design/flow/config.mk WORK_HOME=/design/flow/orfs finish
==> ./config.mk <==
export PLATFORM = sky130hd
export DESIGN_NAME = equal
export DESIGN_NICKNAME = equal
export VERILOG_FILES = /design/flow/design.v
export SDC_FILE = /design/flow/constraint.sdc
export NUM_CORES = 4
export LEC_CHECK = 1
export CORE_AREA = 10 10 70 70
export DIE_AREA = 0 0 80 80
==> ./constraint.sdc <==
current_design equal

set clk_period 1.5
set clk_io_pct 0.2

create_clock -name clk0 -period $clk_period

set non_clock_inputs [all_inputs -no_clocks]
set_input_delay [expr $clk_period * $clk_io_pct] -clock clk0 $non_clock_inputs
set_output_delay [expr $clk_period * $clk_io_pct] -clock clk0 [all_outputs]
==> flow_summary.json <==
{
  "yosysSeqAreaShare_pct": 0,
  "ff_latch_area_sq_um": 0,
  "p_int_uw": 123,
  "ys_warn_count": 0,
  "min_from": "a[20]",
  "gp_congestion": 0.814,
  "die_h_um": 80,
  "final_util_pct": 26.4,
  "grt_pass1_wl_um": 2860,
  "gr-total-overflow": 0,
  "coreArea_sq_um": 3420,
  "crit_path_end_kind": "output pin",
  "drc": 0,
  "vdd.ir_drop.worst_mv": 0.0563,
  "route.vias.total": 553,
  "p_total_uw": 196,
  "yosysUniqueCellTypes": 4,
  "viasPerCell": 3.59,
  "seq_power_share_pct": 0,
  "synth.most_common_cell": "xor2_1",
  "wl_per_cell_um": 12.6,
  "antenna_left": 0,
  "drt-total-wl_um": 1950,
  "hold_depth": 6,
  "syn_area_per_cell_sq_um": 8.06,
  "min_to": "out",
  "crit_type": "input port to output pin",
  "synthesis.area_sq_um": 347,
  "portBuffers": 65,
  "syn_inst": 43,
  "yosys_cells": 43,
  "cp-startpoint": "a[13]",
  "p_sw_uw": 72.6,
  "antenna_found_initial": 0,
  "grt_max_degree": 2,
  "num_rows": 21,
  "maxSlewViolCount": 0,
  "setup_violations": 1,
  "setup_slack_ps": -27.9,
  "fillCellCount": 401,
  "io_pins": 65,
  "drive_above_1_share_pct": 42.6,
  "cp-start-kind": "input port",
  "worst_slew_pin_slew_ps": 259,
  "worst-path-max-fanout": 1,
  "period_minus_slack_ps": 1530,
  "violations": "setup timing",
  "firstDrtPassIters": 1,
  "grt.total_usage_pct": 5.40,
  "fmax_ghz": 0.654,
  "p_per_area_nw_per_um2": 217,
  "tns_ps": -27.9,
  "rsz0062_at_grt": "yes",
  "drt_iter0_drc": 0,
  "nClkBuffers": 0,
  "pwr-share-clk_pct": 0,
  "cts_setup_buffers": 0,
  "die_x_um": 80,
  "antenna_cells": 0,
  "tool_warnings": 34,
  "pwr-share-comb_pct": 100.0,
  "fp-utilization_pct": 10.1,
  "top_area_share_pct": 80.9,
  "flop-count": 0,
  "relSlewSlack_pct": 82.5,
  "syn2layout_area_growth_pct": 160,
  "arrival_ps": 1230,
  "outcome": "finished with violations",
  "period_used_pct": 102,
  "die_area_sq_um": 6400,
  "swShare_pct": 37.1,
  "grt_pass1_vias": 610,
  "cap_violations": 0,
  "cellLeakagePower_nw": 0.428,
  "hold_class": "input port to output pin",
  "hpwl_um": 1830,
  "synthTopCellsByArea": "xor2_1 81%, nor4_1 14%, nand4_1 3.6%",
  "hold_viol_final": 0,
  "worstPathRequired_ps": 1200,
  "synth_top_cell_by_area": "xor2_1",
  "hold_buffers": 0,
  "common_cells": "32 x xor2_1, 8 x nor4_1, 2 x nand4_1, 1 x nor2_1",
  "ys_chip_area_sq_um": 347
}
## power by group through the flow
stage / logic, mW / registers (mW) / clock network (mW)
4_1_cts: 0.190 / 0 / 0
5_1_grt: 0.216 / 0 / 0
6_report: 0.196 / 0 / 0
## what timing repair did
action / 4_1_cts / 5_1_grt
pin swaps: 40 / 7
gates cloned: 0 / 0
setup endpoints to repair: 1 / 1
resized: 183 / 9
## logic make-up after synthesis
family	share of synthesized area, %
xor gates and xnor gates	80.9
and+or+nand+nor	19.1
## per-stage QoR
step                std cells  hold WS, ps  instance area [sq um]  worst slack (ps)
finish                    154         1090                    902             -27.9
global route              154         1130                    902              -127
CTS                       154         1110                    877             -73.6
detailed placement        154         1740                   1050              -869
global placement          154         1750                   1050              -856
floorplan                  43          834                    347               331
## metal layers
metal  up-vias  track usage [%]  wire length (um)
li1        278                -                 -
met1       213             7.12              1020
met2        62             7.95               604
met3         0             3.07               325
met4         0                0                 0
met5         -                0                 0
## placed cells by master, fill, tap and decap left out, drive strengths merged
| cell | count |
|---|---|
| buf | 40 |
| clkbuf | 1 |
| clkdlybuf4s15 | 20 |
| dlygate4sd2 | 4 |
| nand4 | 2 |
| nor2 | 1 |
| nor4 | 8 |
| xor2 | 32 |
## layout make-up
type	count	area, sq um	share of cell area [%]
well taps	46	57.6	6.38
repair buffers	65	465	51.6
multi-input cells	43	379	42.0
## worst max-delay path, stage by stage
cell and delay, ps:
buf_6 90, xor2_1 160, nor4_2 300, nand4_1 150, nor2_1 120, buf_2 110
## how the worst max path moves through the flow
stage | end | cells after the start | slack [ps]
final | out | 6 | -30
after global routing | out | 6 | -130
after CTS | out | 6 | -70
No activity file was given, so power comes from the tool's default toggle rates.
